==> flow/design.v <==
module IMem(AddrIn,InsOut);
  input[31:0] AddrIn;            
  output[31:0] InsOut;           
  wire[31:0] ROM[31:0];          
  assign ROM[0]=32'h0000008e;  
  assign ROM[1]=32'h0000010e;
  assign ROM[2]=32'h00110102;
  assign ROM[3]=32'h0000018e;
  assign ROM[4]=32'h00b18182;
  assign ROM[5]=32'h00208081;
  assign ROM[6]=32'h00110102;
  assign ROM[7]=32'hfe310f11;
  assign ROM[8]=32'h00008f82;
  assign ROM[9]=32'h00000012;  
  assign InsOut=ROM[AddrIn];
endmodule
==> flow/run.sh <==
#!/bin/bash
# OpenROAD 26Q1-2900-gdf79404cd8, Yosys 0.63+post, stock flow scripts
make -C /OpenROAD-flow-scripts/flow DESIGN_CONFIG=/design/flow/config.mk WORK_HOME=/design/flow/orfs finish
==> flow/config.mk <==
export PLATFORM = sky130hd
export DESIGN_NAME = IMem
export DESIGN_NICKNAME = IMem
export VERILOG_FILES = /design/flow/design.v
export SDC_FILE = /design/flow/constraint.sdc
export NUM_CORES = 4
export LEC_CHECK = 1
export CORE_AREA = 10 10 70 70
export DIE_AREA = 0 0 80 80
==> flow/constraint.sdc <==
current_design IMem

set clk_period 2.6
set clk_io_pct 0.2

create_clock -name clk0 -period $clk_period

set non_clock_inputs [all_inputs -no_clocks]
set_input_delay [expr $clk_period * $clk_io_pct] -clock clk0 $non_clock_inputs
set_output_delay [expr $clk_period * $clk_io_pct] -clock clk0 [all_outputs]
==> flow_metrics.py <==
# Flow results
metrics = {
    "cells_and_area": {
        "flops": 0,
        "regArea_um2": 0,
        "nClkBuffers": 0,
        "layout_top_cell": "clkdlybuf4s50_1",
        "lay_top_cells": "17 x clkdlybuf4s50_1, 10 x conb_1, 6 x dlygate4sd2_1, 6 x buf_4",
        "drive_gt1_share_pct": 28.2,
        "area_growth_pct": 62.2,
    },
    "synthesis": {
        "yosys_cells": 59,
        "ys_seq_share_pct": 0,
        "yosysWarnings": 705,
        "synth_chip_area_um2": 434,
        "syn_area_um2": 434,
        "avgSynthCellArea_um2": 7.36,
        "synth_cells": 59,
        "synth.distinct_cells": 25,
    },
    "worst_setup_path": {
        "critPathCaptureType": "primary output",
        "crit_type": "in2out",
        "critPathRequiredTime_ns": 2.08,
        "arrival_ns": 2.01,
        "startpoint_type": "input port",
        "worstPathMaxFanout": 9,
        "startpoint": "AddrIn[2]",
    },
    "timing": {
        "drv_slew": 0,
        "fin_hold_ws_ns": 1.54,
        "finalHoldViolCount": 0,
        "rsz0062_at_grt": "yes",
        "fin_crit_ns": 2.53,
        "max_freq_mhz": 396,
        "setup_viol": 0,
        "fin_crit_sh_pct": 97.2,
        "fin_tns_setup_ns": 0,
    },
    "pwr": {
        "power_uw": 73.3,
        "vdd_ir_drop_max_mv": 0.0289,
        "power.leakage_uw": 0.000325,
        "power_density_mw_per_mm2": 104,
    },
    "drt": {
        "drt_iter0_markers": 4,
        "wirelength_mm": 1.24,
        "drc": 0,
        "vias": 387,
        "ant_nets": 0,
        "viasPerCell": 3.12,
        "wire_per_inst_um": 9.97,
        "n_antenna_cell": 0,
        "drt_pass1_iterations": 2,
    },
    "clock_network": {
        "cts_setup_buffers": 0,
    },
    "grt": {
        "antenna_found_initial": 0,
        "track_usage_pct": 3.30,
        "grt_pass1_vias": 391,
        "grt_max_degree": 11,
        "gr-total-overflow": 0,
        "grt_pass1_wl_mm": 1.76,
    },
    "place": {
        "gp_congestion": 0.773,
        "place.detailed.hpwl_mm": 1.14,
        "portBuffers": 27,
    },
    "run_status": {
        "status": "finished clean",
    },
    "die": {
        "ios": 64,
        "coreArea_mm2": 0.00342,
        "num_rows": 21,
        "die-width_um": 80,
        "die_y_um": 80,
        "dieArea_mm2": 0.00640,
        "fp_util_pct": 12.7,
    },
    "worst_hold_path": {
        "hold_class": "in2out",
        "hp-start": "AddrIn[4]",
    },
    "run": {
        "maxCapViolations": 0,
        "openroad.warnings": 61,
    },
}
## cell type report
class | instances | area (um2)
fillers | 391 | 2710
inverters | 3 | 11.3
multi-input cells | 40 | 295
well taps | 46 | 57.6
repair buffers | 35 | 340
## kinds of logic (layout without fill, tap and decap cells)
family          count (synthesis)  count (layout)  synth area share, %
buf+inv                        28              38                 47.0
simple gates                   22              22                 40.3
other cells                     1              10                0.864
compound gates                  8               8                 11.8
## power by group
group	switching, uW	internal, uW	total [uW]
Sequential	0	0	0
Clock	0	0	0
Combinational	30.3	43.0	73.3
Total	30.3	43.0	73.3
## through the flow
step / utilization [%] / instance area (um2) / setup WS, ns / std cells
floorplan: - / 468 / 0.678 / 68
global placement: 19.4 / 663 / -0.102 / 124
detailed placement: 19.4 / 663 / -0.117 / 124
CTS: 19.7 / 672 / -0.00611 / 124
global route: 20.6 / 704 / -0.0319 / 124
finish: 20.6 / 704 / 0.0721 / 124
## worst max-delay path: stages
cell and delay [ns]:
clkdlybuf4s50_1 0.47, buf_6 0.14, nand2b_1 0.16, a21oi_1 0.09
nor3_2 0.14, clkdlybuf4s50_1 0.49
## synthesized netlist by cell type, drive strengths merged
master   number  area (um2)
a21oi         5        28.8
nor2          3        13.8
nand2b        2        12.5
inv           3        11.3
nor4          1        12.5
nor4b         1        23.8
nor2b         3        26.3
and2          1        6.26
a2bb2oi       1        8.76
a31oi         1        6.26
nand2         1        3.75
o21bai        1        7.51
or2           1        6.26
conb          1        3.75
nor3b         4        40.0
buf          25         193
nor3          5        30.0
## path summary, 6_finish.rpt
path              cells after the start    endpoint  slack [ns]
setup / recovery                      6  InsOut[20]        0.07
hold / removal                        3   InsOut[4]        1.54
## timing repair
item                       in CTS  in global routing
cloned                          0                  0
setup endpoints to repair      16                 17
pin swaps                       0                  1
gates resized                   9                  9
hold buffers                    0                  0
## per-layer routing
layer	GRT usage (%)	vias to the layer above	part of all wire (%)
met3	0.795	0	7.5
met5	0	-	0
met4	0	0	0
met1	3.36	170	37
met2	6.82	14	55
li1	-	203	-
No activity file was given, so power comes from the tool's default toggle rates.
